==> flow/config.mk <==
export PLATFORM = sky130hd
export DESIGN_NAME = day2pt2
export DESIGN_NICKNAME = day2pt2
export VERILOG_FILES = /design/flow/design.v
export SDC_FILE = /design/flow/constraint.sdc
export NUM_CORES = 4
export LEC_CHECK = 1
export CORE_UTILIZATION = 40
==> flow/constraint.sdc <==
current_design day2pt2

set clk_period 10.2
set clk_io_pct 0.2

create_clock -name clk0 -period $clk_period [get_ports {clk}]

set non_clock_inputs [all_inputs -no_clocks]
set_input_delay [expr $clk_period * $clk_io_pct] -clock clk0 $non_clock_inputs
set_output_delay [expr $clk_period * $clk_io_pct] -clock clk0 [all_outputs]
==> flow/design.v <==
`timescale 1 ps / 1 ps
module day2pt2(
  input  logic clk,
  input  logic rst,
  input logic tvalid_rx,
  output logic tready_rx,
  input logic [7:0] tdata_rx,
  input logic tlast_rx,
  output logic tvalid_tx,
  input logic tready_tx,
  output logic [31:0] tdata_tx,
  output logic tlast_tx
);
logic [31:0] acc;
logic [31:0] pow;
logic [7:0] read_val;
logic [3:0] num_shift;
logic [7:0] red_max;
logic [7:0] blue_max;
logic [7:0] green_max;
logic is_number, is_space;
assign is_number = (tdata_rx <= 8'h39 && tdata_rx >= 8'h30);
assign is_space = (tdata_rx == 8'h20);
assign num_shift = (tdata_rx - 8'h30);
typedef enum {PARSE_FRONT, READ_NUMBER_1, READ_NUMBER_2, READ_COLOUR, OUTPUT_RESULT} state_t;
state_t state;
always @(posedge clk) begin
  if(rst) begin
    state <= PARSE_FRONT;
    acc <= '0;
    pow <= '0;
    red_max <= '0;
    blue_max <= '0;
    green_max <= '0;
    read_val <= '0;
    tready_rx <= 1'b0;
    tlast_tx <= 1'b0;
    tdata_tx <= '0;
    tvalid_tx <= 1'b0;
  end else begin
    case (state)
      PARSE_FRONT: begin
        tready_rx <= 1'b1;
        red_max <= '0;
        blue_max <= '0;
        green_max <= '0;
        if(tvalid_rx && tdata_rx == 8'h3A) begin
          acc <= acc + pow;
          state <= READ_NUMBER_1;
        end
        if(tready_tx) begin
          acc <= acc + pow;
          state <= OUTPUT_RESULT;
        end
      end
      READ_NUMBER_1: begin
        tready_rx <= 1'b1;
        if(tvalid_rx && is_number) begin
          read_val <= num_shift;
          state <= READ_NUMBER_2;
        end
        if(tlast_rx) begin
          state <= PARSE_FRONT;
          pow <= red_max * blue_max * green_max;
        end
      end
      READ_NUMBER_2: begin
        tready_rx <= 1'b1;
        if(tvalid_rx) begin
          if(is_number) begin
            read_val <= (read_val * 10) + num_shift;
          end
          state <= READ_COLOUR;
        end
      end
      READ_COLOUR: begin
        tready_rx <= 1'b1;
        if(tvalid_rx && ~is_space) begin
          if(8'h72 == tdata_rx && read_val > red_max) begin
            red_max <= read_val;
          end
          if(8'h62 == tdata_rx && read_val > blue_max) begin
            blue_max <= read_val;
          end
          if(8'h67 == tdata_rx && read_val > green_max) begin
            green_max <= read_val;
          end
          state <= READ_NUMBER_1;
        end
      end
      OUTPUT_RESULT: begin
        tready_rx <= 1'b0;
        tvalid_tx <= 1'b1;
        tdata_tx <= acc;
        tlast_tx <= 1'b1;
      end
      default: state <= PARSE_FRONT;
    endcase
  end
end
endmodule
==> flow/run.sh <==
#!/bin/bash
# OpenROAD 26Q1-2900-gdf79404cd8, Yosys 0.63+post, stock flow scripts
make -C /OpenROAD-flow-scripts/flow DESIGN_CONFIG=/design/flow/config.mk WORK_HOME=/design/flow/orfs finish
==> impl_metrics.env <==
# implementation run metrics
export IMPL_run_status="completed"
export IMPL_final_estimated_routing_congestion_in_global_placement=0.968
export IMPL_yosysWarningCount=1
export IMPL_worstMarginPinSlew_ps=821
export IMPL_grt_antenna_before_repair=0
export IMPL_critical_path_peak_fanout=17
export IMPL_post_drt_wl_per_cell_um=15.8
export IMPL_clkSinkCount=127
export IMPL_area_of_the_core_region_um2=31000
export IMPL_inserted_clock_buffers=17
export IMPL_grt_overflow=0
export IMPL_setup_slack_ps=915
export IMPL_max_slew_violation_count=0
export IMPL_powerDensity_nw_per_um2=84.4
export IMPL_synthDistinctLibCells=67
export IMPL_cts_reportedPaths_clkPinSlew_ps=50
export IMPL_min_delay_path_class="flop to flop"
export IMPL_ys_flop_type="dfxtp_1"
export IMPL_warning_count=25
export IMPL_timing_critical_path_from="red_max[0]$_SDFFE_PP0P_"
export IMPL_synth_dominant_cell_count="inv_1"
export IMPL_synth_area_top_cells="dfxtp_1 20%, fa_1 19%, ha_1 14%, inv_1 5.4%, nor2_1 4.5%"
export IMPL_yosys_stat_area_um2=12700
export IMPL_dpl_cell_area_um2=13600
export IMPL_drc=0
export IMPL_synthesis_area_per_instance_um2=8.59
export IMPL_worstPathRequired_ps=10500
export IMPL_vias=10088
export IMPL_cts_hold_buffers=0
export IMPL_clock_fmax_mhz=108
export IMPL_track_usage_pct=19.9
export IMPL_hpwlAfterDp_um=24100
export IMPL_cts_htree_levels=4
export IMPL_grt_pass1_vias=9878
export IMPL_regToRegSetupSlack_ps=920
export IMPL_critPathMostFrequentCell="fa_1"
export IMPL_dp_worst_setup_slack_ps=912
export IMPL_top_cells_by_count_synth="183 x inv_1, 153 x nor2_1, 138 x ha_1"
export IMPL_route_final_wire_length_um=30400
export IMPL_die_width_um=180
export IMPL_antenna_diode_count=0
export IMPL_netlist_instances=1484
export IMPL_critical_path_max_stage_delay_ps=740
export IMPL_max_slew_margin_pct=44.9
export IMPL_finish_cell_count_without_fillers=1926
export IMPL_fin_hold_ws_ps=464
export IMPL_clk_path_buf_depth=2
export IMPL_placed_instance_count=1895
export IMPL_drt_first_iter_violations=463
export IMPL_clock_root_buffer="clkbuf_16"
export IMPL_fp_utilization_pct=41.1
export IMPL_rsz_0062_raised_after_global_routing="false"
export IMPL_postCtsResizedCells=0
export IMPL_leakagePower_nw=6.58
export IMPL_crit_path_start_kind="flop"
export IMPL_syn_area_um2=12700
export IMPL_io_pins=48
export IMPL_hold_depth=2
export IMPL_final_antenna_net_count=0
export IMPL_yosys_register_bits=127
export IMPL_vias_cell=5.24
export IMPL_synth_async_sr_flop_share_pct=0
export IMPL_vdd_drop_max_mv=0.114
export IMPL_maximum_number_of_pins_on_one_net_before_global_route_repair=58
export IMPL_finish_instance_area_um2=14300
export IMPL_worst_path_max_delay_cell="dfxtp_1"
export IMPL_drv_cap=0
export IMPL_synthDominantCellAreaShare_pct=20.0
export IMPL_timing_hold_violations_final=0
export IMPL_timing_worst_setup_path_type="flop to flop"
export IMPL_synth_yosys_seq_area_share_pct=20.0
export IMPL_portBuffers=47
export IMPL_total_power_mw=1.20
export IMPL_arrival_time_of_data_at_the_critical_path_endpoint_ps=9590
export IMPL_netlist_top_cell_by_area="dfxtp_1"
export IMPL_post_route_cells_drive_above_1_share_pct=3.92
export IMPL_timing_clock_skew_ps=10.7
export IMPL_cp_endpoint="pow[20]$_SDFFE_PP0P_"
export IMPL_ys_cells=1484
export IMPL_cts_tree="built"
export IMPL_final_min_clock_period_ps=9280
export IMPL_detailedRoute_firstPassIterationCount=7
export IMPL_r2r_cells=30
export IMPL_worst_skew_pair_late_latency_ps=420
export IMPL_grt_first_pass_wirelength_um=50700
export IMPL_enable_flop_cells=0
export IMPL_final_setup_viol_count=0
export IMPL_syn_to_final_growth_pct=12.0
export IMPL_type_of_element_capturing_the_critical_path="flop"
export IMPL_critical_path_reg2reg_startpoint="red_max[0]$_SDFFE_PP0P_"
export IMPL_num_rows=64
export IMPL_finalCoreUtilization_pct=46.0
export IMPL_final_min_period_over_clock_period_pct=91.0
export IMPL_worst_r2r_endpoint="pow[20]$_SDFFE_PP0P_"
export IMPL_setup_tns_final_ps=0
export IMPL_cts_repair_timing_setup_buffer_count=0
export IMPL_fp_dieH_um=180
export IMPL_chip_footprint_um2=32600
cells by family after synthesis:
group / count (synthesis) / share of synthesized area, %
xor gates and xnor gates: 55 / 3.78
adders and majority gates: 261 / 32.9
muxes: 53 / 4.18
AOI/OAI and AO/OA: 266 / 13.7
DFF: 127 / 20.0
and+or+nand+nor: 495 / 18.8
buffers and inverters: 227 / 6.72
report_power, final:
group	total (mW)	switching [mW]	internal (mW)
clock network	0.654	0.217	0.437
registers	0.501	0.00220	0.499
logic	0.0488	0.0296	0.0192
worst min-delay path by stage:
stage	startpoint	end	slack [ps]
after CTS	pow[0]$_SDFFE_PP0P_	pow[0]$_SDFFE_PP0P_	460
after global routing	pow[18]$_SDFFE_PP0P_	pow[18]$_SDFFE_PP0P_	490
final	pow[9]$_SDFFE_PP0P_	pow[9]$_SDFFE_PP0P_	460
flip-flops by register name (all words and copies together) (netlist names):
| signal | count |
|---|---|
| read_val | 8 |
| tlast_tx | 1 |
| red_max | 8 |
| state | 5 |
| tdata_tx | 32 |
| tready_rx | 1 |
| green_max | 8 |
| blue_max | 8 |
| pow | 24 |
| acc | 32 |
per-layer routing:
layer	vias to the layer above	share of wire [%]	track usage (%)	routed length (um)
li1	5039	-	-	-
met1	4822	48	29.8	14700
met2	194	45	31.1	13800
met3	33	4.7	4.34	1440
met4	0	1.7	3.21	524
met5	-	0	0	0
layout make-up:
type	instances	area, um2
clock buffers	20	447
clock inverters	11	189
fillers	3011	16700
multi-input cells	1130	9350
well taps	396	495
flip-flops and latches	127	2540
repair buffers	58	551
inverters	184	691
worst max-delay path, delay by kind of cell (launching register included):
kind | cells | cell delay [ps]
fa+ha+maj | 10 | 4660
compound gates | 7 | 1680
simple gates | 6 | 1030
flops | 1 | 740
xor+xnor | 1 | 430
mux | 1 | 390
buf+inv | 5 | 230
layout by cell type (no fill, tap or decap), types with 51 or more instances in the layout:
master   instances
a21oi_1         76
and2_1          91
dfxtp_1        126
fa_1           123
ha_1           138
inv_1          183
mux2i_1         51
nand2_1        136
nor2_1         153
o21ai_0         57
