File: flow/config.mk
export PLATFORM = sky130hd
export DESIGN_NAME = day2pt1
export DESIGN_NICKNAME = day2pt1
export VERILOG_FILES = /design/flow/design.v
export SDC_FILE = /design/flow/constraint.sdc
export NUM_CORES = 4
export LEC_CHECK = 1
export CORE_UTILIZATION = 30
File: flow/constraint.sdc
current_design day2pt1

set clk_period 8.2
set clk_io_pct 0.2

create_clock -name clk0 -period $clk_period [get_ports {clk}]

set non_clock_inputs [all_inputs -no_clocks]
set_input_delay [expr $clk_period * $clk_io_pct] -clock clk0 $non_clock_inputs
set_output_delay [expr $clk_period * $clk_io_pct] -clock clk0 [all_outputs]
File: flow/design.v
`timescale 1 ps / 1 ps
module day2pt1 #(
  parameter RED_CNT = 12,
  parameter GREEN_CNT = 13,
  parameter BLUE_CNT = 14
) (
  input  logic clk,
  input  logic rst,
  input logic tvalid_rx,
  output logic tready_rx,
  input logic [7:0] tdata_rx,
  input logic tlast_rx,
  output logic tvalid_tx,
  input logic tready_tx,
  output logic [31:0] tdata_tx,
  output logic tlast_tx
);
logic [$clog2(100)-1:0] line_count;
logic [31:0] acc;
logic [7:0] read_val;
logic [3:0] num_shift;
logic is_number, is_space;
logic is_valid;
assign is_number = (tdata_rx <= 8'h39 && tdata_rx >= 8'h30);
assign is_space = (tdata_rx == 8'h20);
assign num_shift = (tdata_rx - 8'h30);
typedef enum {PARSE_FRONT, READ_NUMBER_1, READ_NUMBER_2, READ_COLOUR, OUTPUT_RESULT} state_t;
state_t state;
always @(posedge clk) begin
  if(rst) begin
    state <= PARSE_FRONT;
    acc <= '0;
    read_val <= '0;
    is_valid <= 1'b0;
    line_count <= 1;
    tready_rx <= 1'b0;
    tlast_tx <= 1'b0;
    tdata_tx <= '0;
    tvalid_tx <= 1'b0;
  end else begin
    case (state)
      PARSE_FRONT: begin
        tready_rx <= 1'b1;
        is_valid <= 1'b1;
        if(tvalid_rx && tdata_rx == 8'h3A) begin
          state <= READ_NUMBER_1;
        end
        if(tready_tx) begin
          state <= OUTPUT_RESULT;
        end
      end
      READ_NUMBER_1: begin
        tready_rx <= 1'b1;
        if(tvalid_rx && is_number) begin
          read_val <= num_shift;
          state <= READ_NUMBER_2;
        end
        if(tlast_rx) begin
          state <= PARSE_FRONT;
          if(is_valid) begin
            acc <= acc + line_count;
          end
          line_count <= line_count + 1;
        end
      end
      READ_NUMBER_2: begin
        tready_rx <= 1'b1;
        if(tvalid_rx) begin
          if(is_number) begin
            read_val <= (read_val * 10) + num_shift;
          end
          state <= READ_COLOUR;
        end
      end
      READ_COLOUR: begin
        tready_rx <= 1'b1;
        if(tvalid_rx && ~is_space) begin
          if(8'h72 == tdata_rx && read_val > RED_CNT) begin
            is_valid <= 1'b0;
          end
          if(8'h62 == tdata_rx && read_val > BLUE_CNT) begin
            is_valid <= 1'b0;
          end
          if(8'h67 == tdata_rx && read_val > GREEN_CNT) begin
            is_valid <= 1'b0;
          end
          state <= READ_NUMBER_1;
        end
      end
      OUTPUT_RESULT: begin
        tready_rx <= 1'b0;
        tvalid_tx <= 1'b1;
        tdata_tx <= acc;
        tlast_tx <= 1'b1;
      end
      default: state <= PARSE_FRONT;
    endcase
  end
end
endmodule
File: flow/run.sh
#!/bin/bash
# OpenROAD 26Q1-2900-gdf79404cd8, Yosys 0.63+post, stock flow scripts
make -C /OpenROAD-flow-scripts/flow DESIGN_CONFIG=/design/flow/config.mk WORK_HOME=/design/flow/orfs finish
==> GITHUB_STEP_SUMMARY <==
### Yosys + OpenROAD results

| Metric | Value |
|---|---|
| Outcome | `finished clean` |
| Clock-pin slew on the worst setup and hold paths | `roughly 0.060 ns` |
| Crit end category | `flip-flop` |
| Cell count after synthesis | `between 400 and 500` |
| R2R Setup Slk | `approximately 5.7 ns` |
| Pre-CTS setup slack | `between 3 and 4 ns` |
| Port Buffer Count | `roughly 47` |
| Slowest CP cell | `clkdlybuf4s50_1` |
| Synth Seq Share | `0.4027` |
| Site Rows | `approximately 43` |
| Drt via density | `a little under 5` |
| Worst Tran Pin Value | `roughly 0.75 ns` |
| Syn_area_per_cell | `between 8 and 9 um2` |
| Min-delay src | `acc[5]` |
| Die width | `122.1 um` |
| Relative slew slack | `0.4963` |
| Synth async-reset ratio | `0` |
| CTS tree | `done` |
| Post-CTS setup buffer count | `0` |
| WS Path Type | `in2reg` |
| Via count | `around 3500` |
| Final wirelength | `approximately 9100 um` |
| CTS H-tree depth | `3` |
| Fin worst setup slack | `4.311 ns` |
| Worst Skew | `0.009373 ns` |
| Final ANT Viol Nets | `0` |
| Min-delay worst type | `reg2reg` |
| R2R depth | `7` |
| Fmax | `257.1 MHz` |
| Flip-flops with a built-in enable | `0` |
| TritonCTS Buffers | `9` |
| Worst-Skew Late Latency | `approximately 0.34 ns` |
| Tot Pwr | `926.7 uW` |
| Max VDD drop | `between 0.1 and 0.15 mV` |
| Period utilisation layout | `0.4743` |
| DRT iter0 DRCs | `about 150` |
| Crit path largest cell delay | `0.62 ns` |
| Antenna Cells | `0` |
| YS chip area | `4325 um2` |
| Num Clock Sinks | `between 80 and 90` |
| First-pass GRT wire length | `15500 um` |
| Ys cells | `~480` |
| Initial Util | `0.3092` |
| Cell area after synthesis | `approximately 4300 um2` |
| Synth cell types | `51` |
| Reg2Reg Capture Point | `acc[28]` |
| DIE HEIGHT | `roughly 120 um` |
| Max Slew Vio Count | `0` |
| GPL Wtd Cong | `about 0.82` |
| Pin count of the biggest net entering global routing | `53` |
| Hold Path Sink | `acc[5]` |
| Top Ports | `48` |
| CORE AREA | `approximately 14000 um2` |
| R2r startpoint | `line_count[0]` |
| Final setup violation count | `0` |
| Crit path required time | `~8.4 ns` |
| Hold path depth | `2` |
| Critical-path cell list | `clkdlybuf4s50_1 > and3_1 > nand2_1 > or2_2 > a2111oi_2 > mux2_1` |
| Hold Buf Count CTS | `0` |
| Flops after synth | `around 87` |
| Max Cap Viol | `0` |
| Clk root buf | `clkbuf_16` |
| Synthesis Warnings | `1` |
| CP max FO | `11` |
| RSZ-0062 raised after global routing | `false` |
| DIE AREA | `around 15000 um2` |
| Count of tool warnings | `25` |
| Final Hold Violating Endpoints | `0` |
| Min Tclk post-route | `around 4 ns` |
| Layout cells sized above 1 | `0.07605` |
| Post-route setup TNS | `0 ns` |
| Detailed placer's ending HPWL | `slightly above 6000 um` |
| Drt drc | `0` |
| Leakage | `between 1.5 and 2 nW` |
| Wirelength per Cell | `12.86 um` |
| Tot GR Track Use | `0.1307` |
| Grt total ovfl | `0` |
| Drt pass-1 iters | `5` |
| Maximum root-to-sink buffer count | `2` |
| Vias in the first global route | `roughly 3200` |
| Synthesis-to-layout area growth | `21.81%` |
| # fillers | `1364` |
| Number of gates resized after cts | `0` |
| Critical Path Source Type | `primary input` |
| Cell Pwr Density | `between 150 and 200 nW/um2` |
| WP data arrival | `just over 4 ns` |
| Initial antenna violation count | `0` |
| Ys flop type | `dfxtp_1` |
## cell usage in the layout, fill, tap and decap left out, drive strengths merged, types with 5 or more instances in the layout
master and instances:
nand3 17, a211oi 9, o21ai 13, mux2 12
a21oi 39, inv 12, and3 8, clkbuf 10
xnor2 12, xor2 6, or3 10, nor2b 14
nor2 66, nand2 33, dfxtp 87, clkdlybuf4s50 46
a21o 8, nor3 5, nand4 10, mux2i 35
ha 18
## layout make-up
class,instances,area [um2],share of cell area
Clock buffer,10,229.0,0.04346
Multi-Input combinational cell,361,2430,0.4612
Tap cell,180,225.2,0.04275
Timing Repair Buffer,50,488.0,0.09261
Clock inverter,6,108.9,0.02066
Inverter,12,45.04,0.008549
Sequential cell,87,1743,0.3308
## layer usage
| layer | share of wire | global-route usage | vias to the layer above |
|---|---|---|---|
| li1 | - | - | 1784 |
| met5 | 0 | 0 | - |
| met3 | 0.057 | 0.03626 | 8 |
| met2 | 0.43 | 0.1942 | 63 |
| met4 | 0.0094 | 0.01220 | 0 |
| met1 | 0.50 | 0.1993 | 1613 |
## sequential cells by signal, indices dropped and copies added (netlist names)
| register | cells |
|---|---|
| tready_rx | 1 |
| read_val | 8 |
| is_valid | 1 |
| state | 5 |
| line_count | 7 |
| tlast_tx | 1 |
| acc | 32 |
| tdata_tx | 32 |
## synth_stat cells, types with 3 or more instances
cell | n | area, um2
mux2_2 | 11 | 123.9
buf_2 | 3 | 15.01
a211oi_1 | 9 | 67.56
mux2i_1 | 35 | 350.3
ha_1 | 18 | 225.2
nand2_1 | 33 | 123.9
nor4_1 | 4 | 25.02
and3_1 | 8 | 50.05
nor2b_1 | 14 | 87.58
buf_1 | 4 | 15.01
a22oi_1 | 3 | 22.52
fa_1 | 3 | 60.06
inv_1 | 12 | 45.04
or3_1 | 8 | 50.05
and4_1 | 4 | 35.03
nor3_1 | 5 | 25.02
a211o_1 | 3 | 26.28
xor2_1 | 6 | 52.55
nor2_1 | 66 | 247.7
a21oi_1 | 39 | 195.2
nand4_1 | 10 | 62.56
dfxtp_1 | 87 | 1742
nand3_1 | 17 | 85.08
a21o_1 | 8 | 60.06
clkbuf_1 | 14 | 52.55
o21ai_0 | 13 | 65.06
xnor2_1 | 12 | 105.1
nand2b_1 | 4 | 25.02
## worst max-delay path by stage
stage,from,endpoint,slack [ns],depth (start not counted)
after CTS,tlast_rx,acc[31],4.34,6
after global routing,tlast_rx,acc[31],4.15,6
final,tlast_rx,acc[31],4.31,6
## power by group
group | switching (mW) | leakage (nW) | internal, mW
clock network | 0.165 | 0.166 | 0.297
registers | 0.00126 | 0.702 | 0.425
logic | 0.0217 | 1.11 | 0.0167
total | 0.188 | 1.98 | 0.739
## metrics by stage
stage | utilization | area (um2) | hold slack, ns | cells
floorplan | - | 4325 | 0.4356 | 484
global placement | 0.3525 | 4931 | 0.4717 | 690
detailed placement | 0.3525 | 4931 | 0.4700 | 690
CTS | 0.3767 | 5269 | 0.4779 | 706
global route | 0.3767 | 5269 | 0.5053 | 706
finish | 0.3767 | 5269 | 0.4789 | 706
## critical path, delay by kind of cell
family / cells / cell delay, ns
AOI/OAI and AO/OA: 1 / 0.40
buffers and inverters: 1 / 0.62
muxes: 1 / 0.35
and+or+nand+nor: 3 / 1.10
## logic make-up (layout without fill, tap and decap cells)
| kind of cell | count (synthesis) | count (layout) | synth area share |
|---|---|---|---|
| AND-OR/OR-AND | 91 | 91 | 0.1339 |
| XOR/XNOR | 19 | 19 | 0.04165 |
| adder cells (fa/ha/maj) | 21 | 21 | 0.06595 |
| buffers and inverters | 36 | 78 | 0.03558 |
| flip-flops | 87 | 87 | 0.4027 |
| multiplexers | 47 | 47 | 0.1122 |
| AND/OR/NAND/NOR | 183 | 183 | 0.2080 |
Power figures rest on the tool's default switching activity, not on a simulated workload.
