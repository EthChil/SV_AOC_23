File: flow/design.v
`timescale 1 ps / 1 ps
module day1 (
    input  logic clk,
    input  logic rst,
    input logic tvalid_rx,
    output logic tready_rx,
    input logic [7:0] tdata_rx,
    input logic tlast_rx,
    output logic tvalid_tx,
    input logic tready_tx,
    output logic [31:0] tdata_tx,
    output logic tlast_tx
);
typedef enum {FIRST_DIG_SEARCH, SECOND_DIG_SEARCH, DO_MAC, OUTPUT_RESULT} state_t;
state_t state;
logic [31:0] acc;
logic [3:0] first_dig;
logic [3:0] second_dig;
logic is_number;
logic [3:0] num_shift;
assign is_number = (tdata_rx <= 8'h39 && tdata_rx >= 8'h30);
assign num_shift = (tdata_rx - 8'h30);
always @(posedge clk) begin
  if(rst) begin
    state <= FIRST_DIG_SEARCH;
    acc <= '0;
    tready_rx <= 1'b0;
    first_dig <= 4'h0;
    second_dig <= 4'hF;
    tlast_tx <= 1'b0;
    tdata_tx <= '0;
    tvalid_tx <= 1'b0;
  end else begin
    case (state)
      FIRST_DIG_SEARCH: begin
        tready_rx <= 1'b1;
        if(tvalid_rx && is_number) begin
          first_dig <= num_shift[3:0];
          if(tlast_rx) begin
            state <= DO_MAC;
            tready_rx <= 1'b0;
          end
          else state <= SECOND_DIG_SEARCH;
        end
      end
      SECOND_DIG_SEARCH: begin
        tready_rx <= 1'b1;
        if(tvalid_rx && is_number) begin
          second_dig <= num_shift[3:0];
        end
        if(tlast_rx) begin
          tready_rx <= 1'b0;
          state <= DO_MAC;
        end
      end
      DO_MAC: begin
        if(second_dig == 4'hF) begin
          acc <= acc + (first_dig * 4'd10) + {28'd0, first_dig};
        end
        else acc <= acc + (first_dig * 4'd10) + {28'd0, second_dig};
        second_dig <= 4'hF;
        first_dig <= 4'h0;
        if(tready_tx) state <= OUTPUT_RESULT;
        else begin
          tready_rx <= 1'b1;
          state <= FIRST_DIG_SEARCH;
        end
      end
      OUTPUT_RESULT: begin
        tready_rx <= 1'b0;
        tvalid_tx <= 1'b1;
        tdata_tx <= acc;
        tlast_tx <= 1'b1;
      end
      default: state <= FIRST_DIG_SEARCH;
    endcase
  end
end
endmodule
File: flow/run.sh
#!/bin/bash
# OpenROAD 26Q1-2900-gdf79404cd8, Yosys 0.63+post, stock flow scripts
make -C /OpenROAD-flow-scripts/flow DESIGN_CONFIG=/design/flow/config.mk WORK_HOME=/design/flow/orfs finish
File: flow/config.mk
export PLATFORM = sky130hd
export DESIGN_NAME = day1
export DESIGN_NICKNAME = day1
export VERILOG_FILES = /design/flow/design.v
export SDC_FILE = /design/flow/constraint.sdc
export NUM_CORES = 4
export LEC_CHECK = 1
export CORE_UTILIZATION = 40
File: flow/constraint.sdc
current_design day1

set clk_period 9.8
set clk_io_pct 0.2

create_clock -name clk0 -period $clk_period [get_ports {clk}]

set non_clock_inputs [all_inputs -no_clocks]
set_input_delay [expr $clk_period * $clk_io_pct] -clock clk0 $non_clock_inputs
set_output_delay [expr $clk_period * $clk_io_pct] -clock clk0 [all_outputs]
==> flow_summary_export.csv <==
group,metric,value,unit
outcome,outcome,"finished clean",
clock_network,cts_root_buffer,"clkbuf_16",
power,power.density,122,nW/µm²
clock_network,cts_hold_buf,0,
final_layout,fill_cells,1072,
final_layout,final_core_util,48.1,%
sta,min_period_over_period,47.9,%
global_routing,grt_pass1_wl,18.2,mm
worst_setup_path,worstPathRequired,10.03,ns
power,peakVddDrop,0.000120,V
drt,vias,4050,
final_layout,area_growth_syn_to_layout,17.7,%
synth,async_flop_share,0,%
worst_setup_path,cp_max_fo,12,
power,p_total,666,µW
synth,netlist_area,4650,µm²
placement,dp_hpwl,7.91,mm
floorplanning,num_rows,39,
worst_setup_path,critical_path.cell_chain,"ha_1, ha_1, fa_1, ha_1, a21oi_1, o21ai_1, nor2_1, a21oi_1, o211ai_1, nand4_1, or2_2, mux2i_1, a211o_1",
drt,drt-pass1-iter-count,4,
clock_network,cts_buffers,9,
clock_network,cts-resized-gates,0,
sta,slew_headroom,41.7,%
sta,min_period,4.70,ns
drt,antenna_left,0,
sta,final-hold-violation-count,0,
synth,xor_area_share,5.28,%
worst_setup_path,critical-path-max-stage-delay,0.72,ns
worst_setup_path,cp-start-kind,"flip-flop",
worst_setup_path,crit_path_frequent_cell,"ha_1",
synth,syn_inst,553,
synth,yosys.cell_types.count,70,
synth,yosys.area.top_type,"dfxtp_1",
worst_setup_path,arrival,4.93,ns
floorplanning,floorplanUtilization,40.9,%
sta,grt_setup_unrepaired,"false",
clock_network,post_cts_buffers,0,
placement,io_buffers,47,
drt,drtIter0Drc,216,
final_layout,layout_top_cells,"nor2_1, dfxtp_1, clkdlybuf4s50_1",
power,power_leakage,1.98,nW
placement,gp_congestion,0.898,
sta,slew_violations,0,
synth,ys_seq_share,33.6,%
sta,worst_pin_slew,0.871,ns
floorplanning,die_w,110,µm
clock_network,clk_pin_slew,0.06,ns
drt,drt-wirelength-per-cell,15.2,µm
clock_network,clockBufferDepth,2,
floorplanning,coreArea,11400,µm²
synth,edf_count,0,
floorplanning,die-area,12100,µm²
sta,fin_skew,0.00576,ns
synth,ys.flops,78,
drt,post_drt_via_cell_ratio,5.55,
sta,fmax,0.213,GHz
hold_path,hold_class,"flip-flop to flip-flop",
drt,drt-total-wl,11.1,mm
sta,fin_tns_setup,0,ns
synth,ys_area,4650,µm²
clock_network,clk-insertion-delay-late,0.34,ns
worst_setup_path,cp_num_buf_inv,0,
global_routing,overflow,0,
global_routing,antenna_found_initial,0,
synth,syn_avg_cell_area,8.41,µm²
global_routing,grt_max_degree,41,
floorplanning,num_io_pins,48,
final_layout,drive_gt1_share,5.62,%
global_routing,grtUsageTotal,19.8,%
worst_setup_path,critical-path-slowest-cell,"nor2_1",
clock_network,htree_levels,3,
drt,antenna_cells,0,
worst_setup_path,crit_family,"simple AND/OR/NAND/NOR gates",
final_layout,stdcell_count,730,
synth,ys_cells,553,
job,maxCapViolCount,0,
synth,top_logic_kind,"simple AND/OR/NAND/NOR gates",
worst_setup_path,crit_type,"flip-flop to flip-flop",
worst_setup_path,crit_path_end_kind,"flip-flop",
synth,yosysWarnings,1,
clock_network,cts_tree,"built",
placement,place_inst,715,
synth,mux_share,8.24,%
floorplanning,die_height,110,µm
final_layout,lay_top_count,"nor2_1",
sta,setup_viol,0,
synth,synth-main-ff-cell,"dfxtp_1",
global_routing,first_global_vias,3545,
synth,adder_share,5.60,%
job,tool_warnings,26,
synth,topCellsByArea,"dfxtp_1, mux2i_1, nor2_1, ha_1, xnor2_1",
clock_network,cts_sinks,78,
synth,ys_sh_simple,24.9,%
drt,drc,0,
synth,synthAoiAreaFrac,17.7,%
synth,yosysTopAreaCellShare,33.6,%
-- logic make-up (layout without fill, tap and decap cells) --
logic type      after synthesis  in the layout
simple gates                220            220
buf+inv                      52             86
flops                        78             78
fa+ha+maj                    19             19
xor+xnor                     28             28
compound gates              118            118
mux                          38             38
-- layer usage --
metal / routed length [µm] / track usage [%]
met3: 511 / 3.99
met4: 135 / 2.48
met1: 5660 / 30.1
met5: 0 / 0
met2: 4800 / 30.4
-- state kept, by name, summed over array words and instances, names as in the netlist --
name and count:
acc 32, tlast_tx 1, tready_rx 1, second_dig 4, tdata_tx 32, state 4
first_dig 4
-- layout make-up --
class | count | area (µm²) | area share (%)
Inverter | 20 | 75.1 | 1.37
Sequential cell | 78 | 1560 | 28.6
Tap cell | 143 | 179 | 3.27
Multi-Input combinational cell | 423 | 2870 | 52.5
Clock buffer | 15 | 288 | 5.26
Timing Repair Buffer | 51 | 495 | 9.06
-- report_power, final --
part	leakage, nW	total (mW)	internal (mW)	switching (mW)
combinational	1.20	0.0227	0.00974	0.0130
sequential	0.630	0.323	0.319	0.00381
clock	0.142	0.320	0.198	0.122
-- tightest hold or removal path, delay by kind of cell, from the launching register on --
family | cells | cell delay, ns
flops | 1 | 0.32
simple gates | 2 | 0.12
-- final timing paths --
check                           slack, ns                     to  cells after the start                      start
worst max-delay path                 5.10   acc[29]$_SDFFE_PP0P_                     13  first_dig[3]$_SDFFE_PP0P_
worst min-delay path                 0.49  tlast_tx$_SDFFE_PP0P_                      2      tlast_tx$_SDFFE_PP0P_
worst max register to register       5.10   acc[29]$_SDFFE_PP0P_                     13  first_dig[3]$_SDFFE_PP0P_
worst min register to register       0.49  tlast_tx$_SDFFE_PP0P_                      2      tlast_tx$_SDFFE_PP0P_
-- synth_stat cells, drive strengths merged (6+ instances only) --
| master | instances |
|---|---|
| a211oi | 6 |
| a21oi | 28 |
| a22oi | 6 |
| a31oi | 8 |
| and2 | 7 |
| and3 | 12 |
| buf | 17 |
| clkbuf | 15 |
| dfxtp | 78 |
| ha | 16 |
| inv | 20 |
| mux2i | 36 |
| nand2 | 28 |
| nand3 | 19 |
| nand4 | 15 |
| nor2 | 79 |
| nor2b | 7 |
| nor3 | 15 |
| nor3b | 7 |
| nor4 | 6 |
| o211ai | 7 |
| o21ai | 21 |
| or3 | 7 |
| xnor2 | 17 |
| xor2 | 11 |
-- per-stage QoR --
step | worst slack, ns | hold slack, ns | cell area (µm²)
finish | 5.10 | 0.485 | 5470
detailed placement | 5.17 | 0.476 | 5180
CTS | 5.16 | 0.485 | 5470
global placement | 5.38 | 0.466 | 5180
global route | 4.73 | 0.519 | 5470
floorplan | 5.94 | 0.436 | 4650
Power and IR drop assume default switching activity.
